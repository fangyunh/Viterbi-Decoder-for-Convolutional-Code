File: flow/design.v
parameter N = 32;            
parameter STATES = 4;        
parameter Q_BITS = 3;        
parameter BM_WIDTH = 4;      
parameter PM_WIDTH = 8;      
module quantizer (
    input logic [7:0] noisy_in,   
    output logic [Q_BITS-1:0] q_out   
);
    always_comb begin
        if (noisy_in[7]) begin   
            if (noisy_in >= 8'hC0)      q_out = 3'd0;   
            else if (noisy_in >= 8'hE0) q_out = 3'd1;   
            else                        q_out = 3'd2;   
        end else begin           
            if (noisy_in < 8'h20)       q_out = 3'd3;   
            else if (noisy_in < 8'h40)  q_out = 3'd4;   
            else if (noisy_in < 8'h60)  q_out = 3'd5;   
            else if (noisy_in < 8'h80)  q_out = 3'd6;   
            else                        q_out = 3'd7;   
        end
    end
endmodule
module bmc (
    input logic [Q_BITS-1:0] q0,   
    input logic [Q_BITS-1:0] q1,   
    output logic [BM_WIDTH-1:0] bm [0:7]   
);
    logic [BM_WIDTH-1:0] metric_0_q0, metric_1_q0, metric_0_q1, metric_1_q1;
    assign metric_0_q0 = {1'b0, q0};
    assign metric_1_q0 = 4'd7 - {1'b0, q0};
    assign metric_0_q1 = {1'b0, q1};
    assign metric_1_q1 = 4'd7 - {1'b0, q1};
    assign bm[0] = metric_0_q0 + metric_0_q1;   
    assign bm[1] = metric_1_q0 + metric_1_q1;   
    assign bm[2] = metric_1_q0 + metric_1_q1;   
    assign bm[3] = metric_0_q0 + metric_0_q1;   
    assign bm[4] = metric_1_q0 + metric_0_q1;   
    assign bm[5] = metric_0_q0 + metric_1_q1;   
    assign bm[6] = metric_0_q0 + metric_1_q1;   
    assign bm[7] = metric_1_q0 + metric_0_q1;   
endmodule
module acs (
    input logic [PM_WIDTH-1:0] pm [0:3],   
    input logic [BM_WIDTH-1:0] bm [0:7],   
    output logic [PM_WIDTH-1:0] new_pm [0:3],   
    output logic [1:0] decisions [0:3]   
);
    logic [PM_WIDTH-1:0] pm_00_to_00, pm_01_to_00;
    assign pm_00_to_00 = pm[0] + {4'b0, bm[0]};
    assign pm_01_to_00 = pm[1] + {4'b0, bm[1]};
    assign new_pm[0] = (pm_00_to_00 < pm_01_to_00) ? pm_00_to_00 : pm_01_to_00;
    assign decisions[0] = (pm_00_to_00 < pm_01_to_00) ? 2'd0 : 2'd1;
    logic [PM_WIDTH-1:0] pm_00_to_10, pm_01_to_10;
    assign pm_00_to_10 = pm[0] + {4'b0, bm[2]};
    assign pm_01_to_10 = pm[1] + {4'b0, bm[3]};
    assign new_pm[2] = (pm_00_to_10 < pm_01_to_10) ? pm_00_to_10 : pm_01_to_10;
    assign decisions[2] = (pm_00_to_10 < pm_01_to_10) ? 2'd0 : 2'd1;
    logic [PM_WIDTH-1:0] pm_10_to_01, pm_11_to_01;
    assign pm_10_to_01 = pm[2] + {4'b0, bm[4]};
    assign pm_11_to_01 = pm[3] + {4'b0, bm[5]};
    assign new_pm[1] = (pm_10_to_01 < pm_11_to_01) ? pm_10_to_01 : pm_11_to_01;
    assign decisions[1] = (pm_10_to_01 < pm_11_to_01) ? 2'd2 : 2'd3;
    logic [PM_WIDTH-1:0] pm_10_to_11, pm_11_to_11;
    assign pm_10_to_11 = pm[2] + {4'b0, bm[6]};
    assign pm_11_to_11 = pm[3] + {4'b0, bm[7]};
    assign new_pm[3] = (pm_10_to_11 < pm_11_to_11) ? pm_10_to_11 : pm_11_to_11;
    assign decisions[3] = (pm_10_to_11 < pm_11_to_11) ? 2'd2 : 2'd3;
endmodule
module viterbi_decoder (
    input logic clk,
    input logic rst,
    input logic enable,
    output logic done,
    input logic [1:0] decisions [0:3],  
    input logic [PM_WIDTH-1:0] new_pm [0:3],
    output logic [N-1:0] survivor_paths [0:3],
    output logic [PM_WIDTH-1:0] path_metrics [0:3],
    output logic [$clog2(N)-1:0] t
);
    parameter STATES = 4;
    parameter N = 32;  
    parameter PM_WIDTH = 8;  
	 always_ff @(posedge clk or posedge rst) begin
		 if (rst) begin
			  for (int s = 0; s < STATES; s++) begin
					survivor_paths[s] <= 0;
					path_metrics[s] <= (s == 0) ? 0 : {PM_WIDTH{1'b1}};   
			  end
			  t <= 0;
			  done <= 0;
		 end else if (enable && t < N) begin
			  path_metrics <= new_pm;
			  for (int s = 0; s < STATES; s++) begin
					logic bit_to_append;   
					bit_to_append = (s >= 2) ? 1'b1 : 1'b0;   
					survivor_paths[s] <= {survivor_paths[decisions[s]][N-2:0], bit_to_append};
			  end
			  t <= t + 1;
			  if (t == N-1) done <= 1;
			  else done <= 0;
		 end else begin
			  done <= (t >= N);
		 end
	end
endmodule
File: flow/constraint.sdc
current_design viterbi_decoder

set clk_period 1.5
set clk_io_pct 0.2

create_clock -name clk0 -period $clk_period [get_ports {clk}]

set non_clock_inputs [all_inputs -no_clocks]
set_input_delay [expr $clk_period * $clk_io_pct] -clock clk0 $non_clock_inputs
set_output_delay [expr $clk_period * $clk_io_pct] -clock clk0 [all_outputs]
File: flow/run.sh
#!/bin/bash
# OpenROAD 26Q1-2900-gdf79404cd8, Yosys 0.63+post, stock flow scripts
make -C /OpenROAD-flow-scripts/flow DESIGN_CONFIG=/design/flow/config.mk WORK_HOME=/design/flow/orfs finish
File: flow/config.mk
export PLATFORM = sky130hd
export DESIGN_NAME = viterbi_decoder
export DESIGN_NICKNAME = viterbi_decoder
export VERILOG_FILES = /design/flow/design.v
export SDC_FILE = /design/flow/constraint.sdc
export NUM_CORES = 4
export LEC_CHECK = 1
export CORE_UTILIZATION = 50
export SYNTH_HDL_FRONTEND = slang
==> results_slide.txt <==
Key Metrics from the Run

Synth
  – Tally of yosys warning messages: 0
  – Yosys stat chip area: 9450 µm²
  – Post-synthesis instance area: 9450 µm²
  – Post-Synthesis Mean Instance Area: 12.1 µm²
  – Number of synthesized flops with an enable pin: 0
  – Flops out of synthesis: 163
  – Post-synth ARST share: 100%
  – Cell total in the yosys stat output: 783
  – Share of the synthesized area in the top cell type: 36.8%
  – Synth Instances: 783
  – Top cell type by total area after synthesis: dfrtp_1
  – Cell with the most instances after synthesis: mux2i_1
  – Distinct cell type count after synthesis: 24
  – Ys flop type: dfrtp_1
  – Post-synth seq share: 43.5%
  – Top cell types by occurrence after synthesis: 240 x mux2i_1, 139 x dfrtp_1, 124 x nand2b_1
  – Main area contributors after synthesis: dfrtp_1 37%, mux2i_1 25%, o221ai_1 9.3%

Routing
  – Antenna Nets Post-Route: 0
  – DR DRC count: 0
  – Antenna diodes: 0
  – Wirelength per Cell: 21.5 µm
  – Sum of routed wire length over all layers: 28900 µm
  – TritonRoute pass-1 iters: 5
  – Number of vias after detailed routing: 8029
  – Detail-routed via count per cell: 5.97
  – Initial DRC count: 353

STA
  – Final Max Slew Viols: 0
  – Share of the clock period used by the worst path: 97.8%
  – Final setup fails: 0
  – Setup repair after global routing missed its margin: false
  – Final critical path time including I/O delays and setup: 1470 ps
  – Post-Route Setup TNS: 0 ps
  – Final Hold Vio Count: 0
  – Final clock skew: 10.4 ps
  – Maximum clock rate: 682 MHz
  – Minimum hold slack: 144 ps

Setup path
  – End of the worst register-to-register path: t[4]
  – Sum of buffers and inverters on the critical path: 1
  – Worst path cell trace: dlygate4sd2_1
  – Highest-delay cell along the critical path: dfstp_2
  – Number of cells on the critical path: 1
  – Gate family responsible for the most delay along the worst path: flip-flops
  – Launching element type of the critical path: flip-flop
  – Worst setup path class: reg -> out
  – Worst path max stage delay: 540 ps
  – Crit. End Element: output port
  – R2R depth: 5
  – CP Data Required Time: 1200 ps
  – Worst EP arrival: 1170 ps
  – Worst reg2reg path startpoint: t[0]
  – Reg2reg setup slack: 60 ps
  – Maximum fanout count along the critical path: 2

Status
  – Outcome: complete, no violations

Cells and area
  – Combined area of the multi-input logic cells: 4900 µm²
  – Sequential cell area: 4230 µm²
  – Area Growth Syn to Fin: 42.2%
  – Count of fill cells added during filler insertion: 1248
  – Share of post-route cells with drive strength above 1: 34.4%
  – Post-route cell area: 13400 µm²

Floorplanning
  – Die area: 19500 µm²
  – Width of the die: 139 µm
  – Floorplan Core Area: 18300 µm²
  – Placement row count: 49
  – I/O Pins: 209
  – Die Y: 139 µm
  – Core Util at FP: 51.7%

Global route
  – Overall global routing resource usage: 31.9%
  – Largest net degree at the start of global routing: 65
  – Total congestion overflow: 0
  – Number of global-route vias before repair: 8317
  – Wire length of the first global-routing pass: 46400 µm
  – Initial antenna violation count: 0

Pwr
  – Switch Pwr: 5.39 mW
  – Switching share of power: 32.1%
  – Pwr dens: 1250 nW/µm²
  – Peak supply drop: 0.000783 V
  – Int Power: 11.4 mW
  – Total leakage power: 6.47 nW
  – Share of power burned in combinational logic: 37.5%
  – Part of the total power dissipated in the clock network: 26.0%
  – Sequential group share of total power: 36.6%

Worst hold path
  – Worst min path class: in -> async

Placed design
  – Instance area after placement: 12000 µm²
  – HPWL Detailed: 16800 µm
  – Number of buffers inserted by port buffering: 206
  – Placer congestion estimate: 0.860

Clocking
  – CTS tree: done
  – Cts bufs inserted: 17
  – Post-cts hold-fix buffer tally: 0
  – Clock Path Buffers: 2
  – Clock-pin slew reported for the worst setup and hold paths after clock tree synthesis: 70 ps
  – CTS Sinks: 163
  – H-tree depth reported by CTS: 4
  – Root Buffer: clkbuf_16
  – Clock latency at the later pin of the worst-skew pair: 430 ps

Run
  – Number of warnings in the stage logs: 28
  – Count of max-cap constraint violations: 0
-- cell families (layout without fill, tap and decap cells) --
logic type	count (synthesis)	in the layout	synth area share [%]
AOI/OAI and AO/OA	124	124	12.7
buffers and inverters	79	411	4.95
and+or+nand+nor	137	137	8.88
muxes	274	274	29.5
other	1	2	0.0397
xor gates and xnor gates	3	3	0.278
adders and majority gates	2	2	0.265
DFF	163	163	43.5
-- layout by cell type, fill, tap and decap left out, drive strengths merged --
cell	netlist	final
mux2i	240	240
buf	61	173
dlygate4sd2	0	153
dfrtp	139	139
nand2b	124	124
o221ai	120	120
clkdlybuf4s50	0	37
mux2	34	34
dfstp	24	24
clkbuf	12	20
inv	5	12
clkdlybuf4s15	0	10
nand2	5	5
clkinv	0	5
nand3	4	4
o21ai	4	4
xnor2	2	2
conb	1	2
ha	2	2
xor2	1	1
nand4	1	1
or2	1	1
and3	1	1
and2	1	1
clkinvlp	0	1
-- layout make-up --
type / count / share of cell area, %
Tap cell: 229 / 2.13
Inverter: 5 / 0.168
Timing Repair Buffer: 374 / 25.5
Multi-Input combinational cell: 542 / 36.5
Clock buffer: 19 / 3.54
Clock inverter: 13 / 0.810
Sequential cell: 163 / 31.4
-- flip-flops by register name (all words and copies together) (netlist names) --
| signal | flops |
|---|---|
| survivor_paths | 125 |
| path_metrics | 32 |
| t | 5 |
| done | 1 |
-- power groups by stage --
stage	Clock (mW)	Sequential (mW)	Combinational, mW
final	4.36	6.14	6.29
after global routing	4.61	6.25	6.83
after CTS	4.41	6.12	6.23
-- layer usage --
metal | global-route usage [%] | share of wire, %
met2 | 48.2 | 46
met4 | 5.91 | 1.7
met1 | 46.8 | 43
met5 | 0 | 0
met3 | 10.7 | 9.2
-- stage by stage --
stage	worst slack, ps	cells	total power, mW	util (%)
6_report	32.6	1345	16.8	73.6
5_1_grt	0.216	1345	17.7	73.6
4_1_cts	-19.8	1345	16.8	73.5
3_5_place_dp	-41.7	1188	11.5	65.5
3_3_place_gp	-21.1	1188	11.4	65.5
2_1_floorplan	-851	784	8.59	-
-- worst max-delay path by stage --
stage                       startpoint               end  slack [ps]
final                  path_metrics[5]   path_metrics[5]          30
after global routing  path_metrics[14]  path_metrics[14]         0.2
after CTS                         t[0]              t[4]         -20
-- what timing repair did --
action                     in CTS  in global routing
setup endpoints to repair     164                 11
setup buffers                 125                  0
resized                       262                 12
No activity file was given, so power comes from the tool's default toggle rates.
